==> ./design.v <==
module dff_set # (
	parameter DW = 32
)
(
	input wire clk,
	input wire rst,
	input wire [DW-1:0] set_data,
	input wire [DW-1:0] data_i,
	output reg [DW-1:0] data_o
);
		always @(posedge clk)begin
		if(rst == 1'b0)
			data_o <= set_data;		 
		else
			data_o <= data_i;
	end
endmodule
module ex(
	input wire[31:0] inst_i,
	input wire[31:0] inst_addr_i,
	input wire[31:0] op1_i,
	input wire[31:0] op2_i,
	input wire[4:0]  rd_addr_i,
	input wire 		 rd_wen_i,
	output reg[4:0]	 rd_addr_o,
	output reg[31:0] rd_data_o,
	output reg		 rd_wen_o
);
	wire[6:0] 	opcode;
	wire[4:0] 	rd;
	wire[2:0] 	func3;
	wire[4:0] 	rs1;
	wire[11:0] 	imm;
	wire[4:0]	rs2;
	wire[6:0]	func7;
	assign opcode 	= inst_i[6:0];
	assign rd 		= inst_i[11:7];
	assign func3 	= inst_i[14:12];
	assign rs1 		= inst_i[19:15];
	assign imm 		= inst_i[31:20];
	assign rs2 		= inst_i[24:20];
	assign func7	= inst_i[31:25];
	always @(*)begin
		case(opcode)
			7'b0010011:begin
				case(func3)
					3'b000:begin
						rd_data_o = op1_i + op2_i;
						rd_addr_o = rd_addr_i;
						rd_wen_o  = 1'b1;
					end
					default:begin
						rd_data_o = 32'b0;
						rd_addr_o = 5'b0;
						rd_wen_o  = 1'b0;
					end
				endcase
			end
			7'b0110011:begin
				case(func3)
					3'b000:begin
						if(func7 == 7'b000_0000)begin
							rd_data_o = op1_i + op2_i;
							rd_addr_o = rd_addr_i;
							rd_wen_o  = 1'b1;
						end
						else begin
							rd_data_o = op2_i - op1_i;			 
							rd_addr_o = rd_addr_i;
							rd_wen_o  = 1'b1;
						end
					end
					default:begin
						rd_data_o = 32'b0;
						rd_addr_o = 5'b0;
						rd_wen_o  = 1'b0;
					end
				endcase
			end	
			default:begin
				rd_data_o = 32'b0;
				rd_addr_o = 5'b0;
				rd_wen_o  = 1'b0;
			end
		endcase
	end
endmodule
module id(
	input wire[31:0] inst_i,
	input wire[31:0] inst_addr_i,
	output reg[4:0] rs1_addr_o,
	output reg[4:0] rs2_addr_o,
	input wire[31:0] rs1_data_i,
	input wire[31:0] rs2_data_i,
	output reg[31:0] inst_o,
	output reg[31:0] inst_addr_o,
	output reg[31:0] op1_o,
	output reg[31:0] op2_o,
	output reg[4:0]  rd_addr_o,
	output reg		 reg_wen
);
	wire[6:0] 	opcode;
	wire[4:0] 	rd;
	wire[2:0] 	func3;
	wire[4:0] 	rs1;
	wire[11:0] 	imm;
	wire[4:0]	rs2;
	wire[6:0]	func7;
	assign opcode 	= inst_i[6:0];
	assign rd 		= inst_i[11:7];
	assign func3 	= inst_i[14:12];
	assign rs1 		= inst_i[19:15];
	assign imm 		= inst_i[31:20];
	assign rs2 		= inst_i[24:20];
	assign func7	= inst_i[31:25];
	always @ (*)begin
		inst_o 			= inst_i;
		inst_addr_o 	= inst_addr_i;
		case (opcode)
			7'b0010011:begin
				case(func3)
					3'b000:begin
						rs1_addr_o = rs1;
						rs2_addr_o = 5'b0; 				 
						op1_o		= rs1_data_i;
						op2_o		= {{20{imm[11]}},imm};
						rd_addr_o	= rd;
						reg_wen		= 1'b1;					 
					end
					default:begin
						rs1_addr_o = 5'b0;
						rs2_addr_o = 5'b0; 				 
						op1_o		= 32'b0;
						op2_o		= 32'b0;
						rd_addr_o	= 5'b0;
						reg_wen		= 1'b0;	
					end
				endcase
			end
			7'b0110011:begin
				case(func3)
					3'b000:begin
						rs1_addr_o = rs1;
						rs2_addr_o = rs2; 				
						op1_o		= rs1_data_i;
						op2_o		= rs2_data_i;
						rd_addr_o	= rd;
						reg_wen		= 1'b1;					 
					end
					default:begin
						rs1_addr_o = 5'b0;
						rs2_addr_o = 5'b0; 				 
						op1_o		= 32'b0;
						op2_o		= 32'b0;
						rd_addr_o	= 5'b0;
						reg_wen		= 1'b0;	
					end
				endcase			
			end
			default:begin
						rs1_addr_o = 5'b0;
						rs2_addr_o = 5'b0; 				 
						op1_o		= 32'b0;
						op2_o		= 32'b0;
						rd_addr_o	= 5'b0;
						reg_wen		= 1'b0;	
			end
		endcase
	end
endmodule
module id_ex(
	input wire clk,
	input wire rst,
	input wire[31:0] inst_i,
	input wire[31:0] inst_addr_i,
	input wire[31:0] op1_i,
	input wire[31:0] op2_i,
	input wire[4:0]  rd_addr_i,
	input wire		 reg_wen_i,
	output wire[31:0] inst_o,
	output wire[31:0] inst_addr_o,
	output wire[31:0] op1_o,
	output wire[31:0] op2_o,
	output wire[4:0]  rd_addr_o,
	output wire		  reg_wen_o
);
	dff_set #(32) dff1(clk, rst, 32'h00000013, inst_i, inst_o		);
	dff_set #(32) dff2(clk, rst, 32'b0, inst_addr_i, inst_addr_o);
	dff_set #(32) dff3(clk, rst, 32'b0, op1_i, op1_o			);
	dff_set #(32) dff4(clk, rst, 32'b0, op2_i, op2_o			);
	dff_set #(5) dff5(clk, rst, 5'b0, rd_addr_i, rd_addr_o		);
	dff_set #(1) dff6(clk, rst, 1'b0, reg_wen_i, reg_wen_o		);
endmodule
module if_id(
	input wire clk,
	input wire rst,
	input wire  [31:0]	inst_i,
	input wire  [31:0]	inst_addr_i,
	output wire [31:0]	inst_addr_o,
	output wire [31:0]	inst_o
);
	dff_set #(32) dff1(clk,rst,32'h00000013,inst_i,inst_o);
	dff_set #(32) dff2(clk, rst, 32'b0, inst_addr_i, inst_addr_o);
endmodule
module ifetch(
	input wire [31:0] pc_addr_i,			 
	input wire [31:0] rom_inst_i,		 
	output wire [31:0] if2rom_addr_o,	 
	output wire [31:0] inst_addr_o,		 
	output wire [31:0] inst_o			 
);
	assign if2rom_addr_o = pc_addr_i;
	assign inst_addr_o = pc_addr_i;
	assign inst_o = rom_inst_i;
endmodule
module open_risc_v(
	input  wire			clk			,
	input  wire			rst			,
	input  wire[31:0]	inst_i		,  
	output wire[31:0]	inst_addr_o
);
	wire[31:0] pc_reg_pc_o; 
	wire[31:0] if_inst_addr_o;
	wire[31:0] if_inst_o;
	wire[31:0] if_id_inst_addr_o;
	wire[31:0] if_id_inst_o;
	wire [4:0] id_rs1_addr_o;
	wire [4:0] id_rs2_addr_o;
	wire[31:0] id_inst_o;
	wire[31:0] id_inst_addr_o;
	wire[31:0] id_op1_o;
	wire[31:0] id_op2_o;
	wire[4:0]  id_rd_addr_o;
	wire	   id_reg_wen;
	wire[31:0] regs_reg1_rdata_o;
	wire[31:0] regs_reg2_rdata_o;
	wire[31:0] id_ex_inst_o;
	wire[31:0] id_ex_inst_addr_o;
	wire[31:0] id_ex_op1_o;
	wire[31:0] id_ex_op2_o;
	wire[4:0]  id_ex_rd_addr_o;
	wire	   id_ex_reg_wen;
	wire[4:0] 	ex_rd_addr_o;
	wire[31:0]  ex_rd_data_o;
	wire	   	ex_reg_wen_o;
	pc_reg pc_reg_inst(
		.clk 	(clk),
		.rst 	(rst), 						
		.pc_o	(pc_reg_pc_o)
	);
	ifetch ifetch_inst(
		.pc_addr_i		(pc_reg_pc_o	),					 
		.rom_inst_i		(inst_i			),					 
		.if2rom_addr_o	(inst_addr_o	),					 
		.inst_addr_o	(if_inst_addr_o	),					 
		.inst_o			(if_inst_o		)					 
	);
	if_id if_id_inst(
		.clk			(clk				),
		.rst			(rst				),
		.inst_i			(if_inst_o			),					
		.inst_addr_i	(if_inst_addr_o		),
		.inst_addr_o	(if_id_inst_addr_o	),
		.inst_o			(if_id_inst_o		)
	);
	id id_inst(
		.inst_i			(if_id_inst_o),
		.inst_addr_i	(if_id_inst_addr_o),
		.rs1_addr_o 	(id_rs1_addr_o),
		.rs2_addr_o 	(id_rs2_addr_o),
		.rs1_data_i 	(regs_reg1_rdata_o),
		.rs2_data_i 	(regs_reg2_rdata_o),
		.inst_o			(id_inst_o),
		.inst_addr_o	(id_inst_addr_o),
		.op1_o			(id_op1_o),
		.op2_o			(id_op2_o),
		.rd_addr_o		(id_rd_addr_o),
		.reg_wen		(id_reg_wen)
	);
	regs regs_inst(
		.clk			(clk),
		.rst			(rst),
		.reg1_raddr_i	(id_rs1_addr_o),
		.reg2_raddr_i	(id_rs2_addr_o),
		.reg1_rdata_o	(regs_reg1_rdata_o),
		.reg2_rdata_o	(regs_reg2_rdata_o),
		.reg_waddr_i	(ex_rd_addr_o),
		.reg_wdata_i	(ex_rd_data_o),
		.reg_wen		(ex_reg_wen_o)
	);
	id_ex id_ex_inst(
		.clk			(clk),
		.rst			(rst),
		.inst_i			(id_inst_o),
		.inst_addr_i	(id_inst_addr_o),
		.op1_i			(id_op1_o),
		.op2_i			(id_op2_o),
		.rd_addr_i		(id_rd_addr_o),
		.reg_wen_i		(id_reg_wen),
		.inst_o			(id_ex_inst_o),
		.inst_addr_o	(id_ex_inst_addr_o),
		.op1_o			(id_ex_op1_o),
		.op2_o			(id_ex_op2_o),
		.rd_addr_o		(id_ex_rd_addr_o),
		.reg_wen_o		(id_ex_reg_wen)
	);
	ex ex_inst(
		.inst_i			(id_ex_inst_o),
		.inst_addr_i	(id_ex_inst_addr_o),
		.op1_i			(id_ex_op1_o),
		.op2_i			(id_ex_op2_o),
		.rd_addr_i		(id_ex_rd_addr_o),
		.rd_wen_i		(id_ex_reg_wen),
		.rd_addr_o		(ex_rd_addr_o),
		.rd_data_o		(ex_rd_data_o),
		.rd_wen_o		(ex_reg_wen_o)
	);
endmodule
module pc_reg(
	input wire		clk,
	input wire		rst,
	output reg[31:0] pc_o
);
	always @ (posedge clk) begin
		if(rst == 1'b0)				 
			pc_o <=32'b0;
		else
			pc_o <= pc_o + 3'd4; 	 
	end
endmodule
module regs(
	input wire clk,
	input wire rst,
	input wire[4:0] reg1_raddr_i,
	input wire[4:0] reg2_raddr_i,
	output reg[31:0] reg1_rdata_o,
	output reg[31:0] reg2_rdata_o,
	input wire[4:0] reg_waddr_i,
	input wire[31:0] reg_wdata_i,
	input 			reg_wen
);
	reg[31:0] regs[0:31];
	integer i;
	always @ (*)begin
		if(rst == 1'b0)
			reg1_rdata_o <= 32'b0;
		else if(reg1_raddr_i == 5'b0)
			reg1_rdata_o <= 32'b0;
		else if (reg_wen && reg1_raddr_i == reg_waddr_i)		 
			reg1_rdata_o <= reg_waddr_i;
		else
			reg1_rdata_o <= regs[reg1_raddr_i];
	end
	always @(*)begin
		if(rst == 1'b0)
			reg2_rdata_o <= 32'b0;
		else if(reg2_raddr_i == 5'b0)
			reg2_rdata_o <= 32'b0;
		else if (reg_wen && reg2_raddr_i == reg_waddr_i)		 
			reg2_rdata_o <= reg_wdata_i;
		else 
			reg2_rdata_o <= regs[reg2_raddr_i];
	end
	always @(posedge clk)begin
		if(rst == 1'b0)begin
			for(i=0;i<31;i=i+1)begin
				regs[i] <= 32'b0;
			end
		end
		else if(reg_wen && reg_waddr_i != 5'b0)begin			 
			regs[reg_waddr_i] <= reg_wdata_i;
		end
	end
endmodule
==> ./run.sh <==
#!/bin/bash
# OpenROAD 26Q1-2900-gdf79404cd8, Yosys 0.63+post, stock flow scripts
make -C /OpenROAD-flow-scripts/flow DESIGN_CONFIG=/design/flow/config.mk WORK_HOME=/design/flow/orfs finish
==> ./config.mk <==
export PLATFORM = sky130hd
export DESIGN_NAME = open_risc_v
export DESIGN_NICKNAME = open_risc_v
export VERILOG_FILES = /design/flow/design.v
export SDC_FILE = /design/flow/constraint.sdc
export NUM_CORES = 4
export LEC_CHECK = 1
export CORE_UTILIZATION = 30
export SYNTH_HDL_FRONTEND = slang
==> ./constraint.sdc <==
current_design open_risc_v

set clk_period 4.0
set clk_io_pct 0.2

create_clock -name clk0 -period $clk_period [get_ports {clk}]

set non_clock_inputs [all_inputs -no_clocks]
set_input_delay [expr $clk_period * $clk_io_pct] -clock clk0 $non_clock_inputs
set_output_delay [expr $clk_period * $clk_io_pct] -clock clk0 [all_outputs]
==> results.cfg <==
; implementation run metrics
[status]
status = complete, no violations

[global_route]
grt_pass1_vias = 1189
grt_max_degree = 29
met1_usage = 0.193
antenna_found_initial = 0
grt_util_all_layers = 0.134
grt_use_met3 = 0.0336
top_usage_layer = met2
grt_pass1_wl_mm = 5.29
grt_use_met2 = 0.216
gr-total-overflow = 0

[synth]
avgSynthCellArea_sq_um = 8.76
synth-async-reset-ratio = 0
largest_area_cell = dfxtp_1
ys.flop_type = dfxtp_1
synth_seq_share = 0.434
synthDistinctLibCells = 34
yosys_warnings = 0
ys_ff = 30
yosys_cells = 158
syn_area_sq_mm = 0.00138
synth.top_cell.area_share = 0.434
yosys-stat-area_sq_mm = 0.00138
synthTopCellsByArea = dfxtp_1, a21oi_1, xnor2_1
edf_count = 0
synthesis.instances = 158

[timing]
skew_ns = 0.00583
setup_viol = 0
hold_violations = 0
slew_viol_final = 0
fin_crit_sh = 0.576
setup_tns_ns = 0
worstMarginPinSlew_ns = 0.530
rsz0062_at_grt = no
max_freq_ghz = 0.434
fin_crit_ns = 2.30
maxSlewHeadroom = 0.647

[drt]
num_antenna_cells = 0
firstDrtPassIters = 4
drtIter0Drc = 66
drc = 0
wl_mm = 3.01
wire_per_inst_microns = 12.4
dr_total_vias = 1255
final_antenna_net_count = 0
via_per_inst = 5.16

[worst_setup_path]
worstPathArrival_ns = 2.51
end_kind = flop
path_class = reg2reg
worstPathRequired_ns = 4.21
cp-start-kind = flop
crit_fanout = 12
slowest_stage = or3_1
slowest_delay_ns = 0.61
crit_chain = ha_1 > nand4_2 > or3_1 > or4_1 > a21oi_1

[die]
die_x_microns = 69.9
core_sq_mm = 0.00438
pin_count = 66
fp_util = 0.316
die_h_microns = 69.9
rows = 24
die_area_sq_mm = 0.00489

[pwr]
power.leakage_uw = 0.000549
cellPowerDensity_mw_per_mm2 = 316
ir_worst_vdd_uv = 180

[layout]
regMostFlops = pc_reg_inst.pc_o
drive_gt1_frac = 0.0681
reg_top3 = pc_reg_inst.pc_o (30)
lay_top_count = clkdlybuf4s50_1
largest_reg_flops = 30
area_growth_pct = 30.3
lay_top_cells = clkdlybuf4s50_1, dfxtp_1, a21oi_1, nor2_1, nand2_1
instances_no_fill = 243

[clock_tree]
clkSlewWorstSetupHoldPaths_ns = 0.07
cts_resized = 0
cts.sinks = 30
hold_buffers = 0
htree_levels = 2
clock_path_buffers = 2
worstSkewPairLatency_ns = 0.28
ctsRootBufferMaster = clkbuf_8
postCtsSetupBuffers = 0
cts_tree = built
cts_buffers = 5

[place]
place_hpwl_mm = 2.00
place_congestion = 0.757
place_inst = 235
io_buffers = 31

[flow_run]
max_cap_violations = 0
warnings = 57

[min_path]
hp-class = reg2reg
power breakdown:
group | internal (uW) | switching [uW]
sequential | 301 | 4.53
clock | 139 | 111
combinational | 7.53 | 7.91
total | 447 | 123
metal layers:
metal | share of wire | up-vias
li1 | - | 639
met5 | 0 | -
met4 | 0.0046 | 0
met2 | 0.44 | 35
met3 | 0.054 | 2
met1 | 0.50 | 579
path summary, 6_finish.rpt:
path	slack, ns	endpoint	cells after the start	start
worst max-delay path	1.70	pc_reg_inst.pc_o[26]	5	pc_reg_inst.pc_o[2]
worst min-delay path	0.49	pc_reg_inst.pc_o[28]	2	pc_reg_inst.pc_o[28]
worst max register to register	1.70	pc_reg_inst.pc_o[26]	5	pc_reg_inst.pc_o[2]
worst min register to register	0.49	pc_reg_inst.pc_o[28]	2	pc_reg_inst.pc_o[28]
cells by family after synthesis:
family | synth area share
DFF | 0.434
muxes | 0.00723
buffers and inverters | 0.0425
AOI/OAI and AO/OA | 0.123
xor gates and xnor gates | 0.0759
adders and majority gates | 0.00904
and+or+nand+nor | 0.306
other | 0.00271
critical path: cells and delay by family (launching register included):
kind / cells / cell delay, ns
AOI/OAI and AO/OA: 1 / 0.14
adders and majority gates: 1 / 0.27
DFF: 1 / 0.44
and+or+nand+nor: 3 / 1.39
through the flow:
step | worst slack, ns | cell area, sq um | util | power [uW] | hold WS (ns)
finish | 1.70 | 1800 | 0.411 | 571 | 0.492
global route | 1.57 | 1800 | 0.411 | 592 | 0.529
CTS | 1.69 | 1800 | 0.411 | 580 | 0.495
detailed placement | 1.70 | 1710 | 0.390 | 328 | 0.481
global placement | 1.73 | 1710 | 0.390 | 328 | 0.477
floorplan | 1.98 | 1390 | - | 321 | 0.439
synthesized netlist by cell type (2+ instances only):
cell type	count
nand4_1	6
nand3_1	7
nor3_1	2
nor4_1	4
buf_2	2
o21ai_1	5
nand2_1	13
dfxtp_1	30
xnor2_1	8
xor2_1	4
nor2_1	14
or3_1	7
buf_4	2
and4_1	3
a21oi_1	15
o21ai_0	2
buf_6	2
o31ai_1	8
or4_1	9
final cells by class:
class	count	area, sq um
clock inverter	1	5.00
tap	52	65.1
clock buffer	7	86.3
fill	439	2580
timing repair buffer	31	310
inverter	2	7.51
sequential	30	601
multi-input combinational	120	728
Power figures rest on the tool's default switching activity, not on a simulated workload.
