==> ./design.v <==
module cnn_accel(
    input wire          clk,
    input wire          rst,
    input wire          cnn_en,                  
    input wire          w_en,
    input wire          r_en,
    input wire[31:0]    w_addr,
    input wire[31:0]    r_addr,
    input wire[31:0]    wdata,
    output reg[31:0]    rdata,
    output reg          done
);
    wire[11:0] local_w_addr = w_addr[11:0];                
    wire[11:0] local_r_addr = r_addr[11:0]; 
    reg [7:0]       image[0:24];                 
    reg [7:0]       kernel[0:8];                 
    reg [15:0]      result[0:8];                 
    reg [4:0] image_counter;    
    reg [3:0] kernel_counter;   
    reg start;
    reg data_ready;   
    localparam IDLE       = 3'd0;
    localparam ENTER      = 3'd1;
    localparam COMPUTE    = 3'd2;
    localparam DONE_STATE = 3'd3;
    reg [2:0] state, next_state;
    reg [3:0] pixel_idx;
    reg [3:0] next_pixel_idx;
    reg [3:0] pixel_idx_delayed;   
    reg [15:0] mac_result[0:8];   
    integer k;
    always @(posedge clk) begin
        if(!rst) begin
            start <= 1'b0;
            data_ready <= 1'b0;
            image_counter <= 5'd0;
            kernel_counter <= 4'd0;
        end
        else if (cnn_en && w_en) begin
            case(local_w_addr)
                12'h000: begin
                    start <= 1'b1;
                    data_ready <= 1'b0;   
                    image_counter <= 5'd0;
                    kernel_counter <= 4'd0;
                end
                12'h004: begin
                   image[image_counter] <= wdata[7:0];
                    if (image_counter < 5'd24)
                        image_counter <= image_counter + 1'd1;
                end
                12'h008: begin
                    kernel[kernel_counter]  <= wdata[7:0];
                    if (kernel_counter < 4'd8)
                        kernel_counter <= kernel_counter + 1'd1;
                end
                12'h00C: data_ready <= 1'b1;    
                default: start <= start;
            endcase
        end 
        else if (state == DONE_STATE) begin
            start <= 1'b0;   
        end
    end 
    always @(posedge clk) begin
        if (!rst) begin
            state <= IDLE;
        end
        else begin
            state <= next_state;
        end
    end
    always @(posedge clk) begin
        if (!rst) begin
            pixel_idx <= 4'd0;
            pixel_idx_delayed <= 4'd0;
        end
        else begin
            pixel_idx <= next_pixel_idx;
            pixel_idx_delayed <= pixel_idx;   
        end
    end
    always @(posedge clk) begin
        if (!rst) begin
            for (k = 0; k < 9; k = k + 1) begin
                mac_result[k] <= 16'd0;
            end
        end
        else if (state == COMPUTE) begin
            mac_result[0] <= image[(pixel_idx/3 + 0)*5 + (pixel_idx%3 + 0)] * kernel[0*3 + 0];
            mac_result[1] <= image[(pixel_idx/3 + 0)*5 + (pixel_idx%3 + 1)] * kernel[0*3 + 1];
            mac_result[2] <= image[(pixel_idx/3 + 0)*5 + (pixel_idx%3 + 2)] * kernel[0*3 + 2];
            mac_result[3] <= image[(pixel_idx/3 + 1)*5 + (pixel_idx%3 + 0)] * kernel[1*3 + 0];
            mac_result[4] <= image[(pixel_idx/3 + 1)*5 + (pixel_idx%3 + 1)] * kernel[1*3 + 1];
            mac_result[5] <= image[(pixel_idx/3 + 1)*5 + (pixel_idx%3 + 2)] * kernel[1*3 + 2];
            mac_result[6] <= image[(pixel_idx/3 + 2)*5 + (pixel_idx%3 + 0)] * kernel[2*3 + 0];
            mac_result[7] <= image[(pixel_idx/3 + 2)*5 + (pixel_idx%3 + 1)] * kernel[2*3 + 1];
            mac_result[8] <= image[(pixel_idx/3 + 2)*5 + (pixel_idx%3 + 2)] * kernel[2*3 + 2];
        end
    end
    always @(posedge clk) begin
        if (!rst) begin
            result[0] <= 16'd0;
            result[1] <= 16'd0;
            result[2] <= 16'd0;
            result[3] <= 16'd0;
            result[4] <= 16'd0;
            result[5] <= 16'd0;
            result[6] <= 16'd0;
            result[7] <= 16'd0;
            result[8] <= 16'd0;
        end
        else if (state == COMPUTE && pixel_idx_delayed < 4'd9) begin
            result[pixel_idx_delayed] <= mac_result[0] + mac_result[1] + mac_result[2] +
                                         mac_result[3] + mac_result[4] + mac_result[5] +
                                         mac_result[6] + mac_result[7] + mac_result[8];
        end
    end
    always @(*) begin
        next_state = state;
        next_pixel_idx = pixel_idx;
        done = 1'b0;
        case(state)
            IDLE: begin
                if (start) begin
                    next_state = ENTER;
                    next_pixel_idx = 4'd0;
                end
            end
            ENTER: begin
                if (data_ready) begin
                    next_state = COMPUTE;
                    next_pixel_idx = 4'd0;
                end
            end
            COMPUTE: begin
                if (pixel_idx < 4'd9) begin
                    next_pixel_idx = pixel_idx + 1'd1;
                end
                else begin
                    next_state = DONE_STATE;
                    next_pixel_idx = 4'd0;
                end
            end
            DONE_STATE: begin
                done = 1'b1;
                next_state = IDLE;
                next_pixel_idx = 4'd0;
            end
            default: begin
                next_state = IDLE;
            end
        endcase
    end
    always @(*) begin
        if (cnn_en && r_en) begin 
            case(local_r_addr)
                12'h000: rdata = {29'b0, data_ready, done, start};   
                12'h080: rdata = {16'b0, result[0]};
                12'h084: rdata = {16'b0, result[1]};
                12'h088: rdata = {16'b0, result[2]};
                12'h08C: rdata = {16'b0, result[3]};
                12'h090: rdata = {16'b0, result[4]};
                12'h094: rdata = {16'b0, result[5]};
                12'h098: rdata = {16'b0, result[6]};
                12'h09C: rdata = {16'b0, result[7]};
                12'h0A0: rdata = {16'b0, result[8]};
                default: rdata = 32'b0;
            endcase
        end
        else begin
            rdata = 32'b0;
        end
    end
endmodule
==> ./run.sh <==
#!/bin/bash
# OpenROAD 26Q1-2900-gdf79404cd8, Yosys 0.63+post, stock flow scripts
make -C /OpenROAD-flow-scripts/flow DESIGN_CONFIG=/design/flow/config.mk WORK_HOME=/design/flow/orfs finish
==> ./config.mk <==
export PLATFORM = sky130hd
export DESIGN_NAME = cnn_accel
export DESIGN_NICKNAME = cnn_accel
export VERILOG_FILES = /design/flow/design.v
export SDC_FILE = /design/flow/constraint.sdc
export NUM_CORES = 4
export LEC_CHECK = 1
export CORE_UTILIZATION = 30
export SYNTH_HDL_FRONTEND = slang
==> ./constraint.sdc <==
current_design cnn_accel

set clk_period 22.7
set clk_io_pct 0.2

create_clock -name clk0 -period $clk_period [get_ports {clk}]

set non_clock_inputs [all_inputs -no_clocks]
set_input_delay [expr $clk_period * $clk_io_pct] -clock clk0 $non_clock_inputs
set_output_delay [expr $clk_period * $clk_io_pct] -clock clk0 [all_outputs]
==> job_summary.md <==
## Synthesis and layout report

| Metric | Value |
|---|---|
| 1st-iter DRT viols | `2256` |
| IO Port Bufs | `53` |
| Status | `finished, final reports clean` |
| Relative slew margins | `39.0%` |
| Clock Path Buffers | `3` |
| FILL cells | `17800` |
| EDFF count, synth | `560` |
| Syn Inst Count | `4673` |
| CTS tree | `done` |
| Tcrit/Tclk final | `53.8%` |
| Vias in the first global route | `38500` |
| Yosys Warn Count | `0` |
| Hold Path Class | `flop to flop` |
| Max IR drop VDD | `0.114 mV` |
| Hold Fails Final Rpt | `0` |
| Antenna violations before repair | `17` |
| Drt drc | `0` |
| Setup tns final | `0 ps` |
| R2r setup slk | `11010 ps` |
| Setup Buffers After CTS | `0` |
| Final tally of max-slew violations | `0` |
| Hold_buf cts | `0` |
| Hold path start | `state[0]` |
| Clock-pin transition on the worst setup and hold timing paths | `70 ps` |
| Place WS | `10460 ps` |
| GRT Util Overall | `18.7%` |
| CP max FO | `13` |
| Minimum clock period | `12210 ps` |
| RR Startpoint | `pixel_idx[2]` |
| Slew @ Worst Pin | `912 ps` |
| H-Tree Depth | `2` |
| YS chip area | `0.0552 mm²` |
| Reg2Reg Depth | `39` |
| Avg WL per Cell | `22.6 µm` |
| WHS Endpoint | `state[2]` |
| Largest net degree at the start of global routing | `106` |
| Buffers & Inverters on Critical Path | `2` |
| Dominant logic cell type in the layout | `edfxtp_1` |
| Worst Setup End Kind | `output port` |
| Cell count listed in synth_stat.txt | `4673` |
| Chip area | `0.186 mm²` |
| Top delay family on crit path | `simple AND/OR/NAND/NOR gates` |
| Skew final | `67.4 ps` |
| Syn_area_per_cell | `11.8 µm²` |
| Pwr dens | `47.0 mW/mm²` |
| Synth Seq Share | `31.3%` |
| Top Layout Cells | `edfxtp_1 (560), inv_1 (451), fa_1 (431)` |
| Die height | `431 µm` |
| Placed insts | `7096` |
| RSZ-0062 raised after global routing | `false` |
| I/O Pins | `134` |
| Leak | `24.2 nW` |
| Slowest cell on crit path | `clkdlybuf4s50_1` |
| Total iterations of the first detailed-routing run | `7` |
| Post-CTS sizing | `0` |
| Max incr delay on CP | `660 ps` |
| Area growth, synth to finish | `10.6%` |
| Most used DFF post-synth | `edfxtp_1` |
| Die extent in x | `431 µm` |
| Post-synth regs | `583` |
| Total Wirelength | `163000 µm` |
| Critical Path RT | `18160 ps` |
| Row count | `157` |
| Worst hold stages | `2` |
| CTS Sinks | `583` |
| Fmax | `0.0819 GHz` |
| Synth Cell Area | `0.0552 mm²` |
| Worst reg2reg path endpoint | `mac_result[0][79]` |
| Final worst setup slack | `10490 ps` |
| CP most frequent cell | `clkdlybuf4s50_1` |
| Post-synthesis async set-or-reset flop share | `0%` |
| Non-filler instance count after layout | `7214` |
| Clock Latency Late Sink | `710 ps` |
| Pwr Total | `2.87 mW` |
| Crit path cell chain | `clkdlybuf4s50_1, or3_1, nor3_1, and2_1, a22oi_1, a31oi_1, clkdlybuf4s50_1` |
| Total CTS buffers | `61` |
| First-pass GRT wire length | `246000 µm` |
| RePlAce Congestion | `0.975` |
| DR vias/cell | `5.18` |
| Placeable Area | `0.183 mm²` |
| Root buffer cell | `clkbuf_16` |
| Cell Type Count | `92` |
| Via count | `37400` |
| Layout cells sized above 1 | `14.7%` |
| Final setup viols | `0` |
| Antenna Violating Nets Remaining | `0` |
| Worst path arrival time | `7670 ps` |
| Tool warnings | `114` |
| Total grt overflow | `0` |
| Crit start category | `input port` |
| Detail Placement HPWL | `122000 µm` |
| Crit Path Class | `input port to output port` |
| MaxCap Viol Count | `0` |
| Fp_density | `30.2%` |
## how the worst max path moves through the flow
stage                 cells past startpoint         to  startpoint  slack, ps
after CTS                                 7  rdata[13]   r_addr[3]      10450
after global routing                      7  rdata[13]   r_addr[3]      10220
final                                     7  rdata[13]   r_addr[3]      10490
## area by class of cell
| type | count | area (µm²) | area share, % |
|---|---|---|---|
| Sequential cell | 583 | 17300 | 28.3 |
| Inverter | 455 | 1710 | 2.80 |
| Timing Repair Buffer | 178 | 1440 | 2.35 |
| Multi-Input combinational cell | 3416 | 35400 | 58.0 |
| Tap cell | 2464 | 3080 | 5.05 |
| Clock inverter | 41 | 467 | 0.765 |
| Antenna cell | 4 | 10.0 | 0.0164 |
| Clock buffer | 73 | 1620 | 2.66 |
## report_power, final
group	internal [mW]	switching, mW	total, mW
logic	0.204	0.404	0.608
clock network	0.586	0.470	1.06
registers	1.20	0.00832	1.20
## synth_stat cells (25+ instances only)
| master | count | share of area [%] |
|---|---|---|
| a21boi_1 | 47 | 0.64 |
| a21o_1 | 54 | 0.73 |
| a21oi_1 | 141 | 1.3 |
| a22oi_1 | 36 | 0.49 |
| a31oi_1 | 25 | 0.28 |
| and2_1 | 257 | 2.9 |
| and3_1 | 62 | 0.70 |
| buf_1 | 38 | 0.26 |
| buf_2 | 48 | 0.44 |
| clkbuf_1 | 120 | 0.82 |
| edfxtp_1 | 560 | 30 |
| fa_1 | 434 | 16 |
| ha_1 | 398 | 9.0 |
| inv_1 | 451 | 3.1 |
| mux2_2 | 103 | 2.1 |
| mux2i_1 | 165 | 3.0 |
| mux4_2 | 283 | 12 |
| nand2_1 | 231 | 1.6 |
| nand3_1 | 30 | 0.27 |
| nor2_1 | 313 | 2.1 |
| nor3_1 | 53 | 0.48 |
| o211a_1 | 47 | 0.85 |
| o21a_1 | 88 | 1.2 |
| o21ai_0 | 146 | 1.3 |
| or3_1 | 28 | 0.32 |
| xnor2_1 | 84 | 1.3 |
| xor2_1 | 44 | 0.70 |
## metrics by stage
step	cell area [µm²]	hold WS, ps	util, %
CTS	61000	500	33.4
global route	61000	534	33.4
floorplan	55200	456	-
finish	61000	507	33.4
detailed placement	58900	495	32.2
global placement	58900	475	32.2
## worst register-to-register path, delay by kind of cell (launching register included)
family | cells | cell delay [ps]
xor gates and xnor gates | 4 | 860
buffers and inverters | 10 | 1580
and+or+nand+nor | 3 | 820
muxes | 2 | 1040
DFF | 1 | 680
AOI/OAI and AO/OA | 10 | 2520
adders and majority gates | 10 | 3960
## metal layers
metal  GRT usage (%)  up-vias  routed length, µm
met3            12.6      260              25200
met5           0.208        -                128
met1            23.2    18500              61400
li1                -    16900                  -
met2            26.8     1656              70400
met4            5.13       12               5770
## state kept, by name, indices dropped and copies added, names as in the netlist
register	count
data_ready	1
result	144
kernel	72
state	4
image	200
pixel_idx_delayed	4
kernel_counter	4
mac_result	144
start	1
image_counter	5
pixel_idx	4
## logic make-up after synthesis
group,after synthesis,share of synthesized area [%]
other,1,0.00680
xor gates and xnor gates,137,2.36
DFF,583,31.3
muxes,556,16.8
and+or+nand+nor,1100,10.0
AOI/OAI and AO/OA,775,9.72
buffers and inverters,689,5.00
adders and majority gates,832,24.8
Power and IR drop assume default switching activity.
